==> ./design.v <==
package ahb3lite_pkg;
  localparam       HTRANS_SIZE   = 2;
  localparam       HSIZE_SIZE    = 3;
  localparam       HBURST_SIZE   = 3;
  localparam       HPROT_SIZE    = 4;
  localparam [1:0] HTRANS_IDLE   = 2'b00,
                   HTRANS_BUSY   = 2'b01,
                   HTRANS_NONSEQ = 2'b10,
                   HTRANS_SEQ    = 2'b11;
  localparam [2:0] HSIZE_B8    = 3'b000,
                   HSIZE_B16   = 3'b001,
                   HSIZE_B32   = 3'b010,
                   HSIZE_B64   = 3'b011,
                   HSIZE_B128  = 3'b100,  
                   HSIZE_B256  = 3'b101,  
                   HSIZE_B512  = 3'b110,
                   HSIZE_B1024 = 3'b111,
                   HSIZE_BYTE  = HSIZE_B8,
                   HSIZE_HWORD = HSIZE_B16,
                   HSIZE_WORD  = HSIZE_B32,
                   HSIZE_DWORD = HSIZE_B64;
  localparam [2:0] HBURST_SINGLE = 3'b000,
                   HBURST_INCR   = 3'b001,
                   HBURST_WRAP4  = 3'b010,
                   HBURST_INCR4  = 3'b011,
                   HBURST_WRAP8  = 3'b100,
                   HBURST_INCR8  = 3'b101,
                   HBURST_WRAP16 = 3'b110,
                   HBURST_INCR16 = 3'b111;
  localparam [3:0] HPROT_OPCODE         = 4'b0000,
                   HPROT_DATA           = 4'b0001,
                   HPROT_USER           = 4'b0000,
                   HPROT_PRIVILEGED     = 4'b0010,
                   HPROT_NON_BUFFERABLE = 4'b0000,
                   HPROT_BUFFERABLE     = 4'b0100,
                   HPROT_NON_CACHEABLE  = 4'b0000,
                   HPROT_CACHEABLE      = 4'b1000;
  localparam       HRESP_OKAY  = 1'b0,
                   HRESP_ERROR = 1'b1;
endpackage
module rl_queue #(
  parameter DEPTH                  = 2,
  parameter DBITS                  = 32,
  parameter ALMOST_EMPTY_THRESHOLD = 0,
  parameter ALMOST_FULL_THRESHOLD  = DEPTH
)
(
  input  logic             rst_ni,          
  input  logic             clk_i,           
  input  logic             clr_i,           
  input  logic             ena_i,           
  input  logic             we_i,            
  input  logic [DBITS-1:0] d_i,             
  input  logic             re_i,            
  output logic [DBITS-1:0] q_o,             
  output logic             empty_o,         
                           full_o,          
                           almost_empty_o,  
                           almost_full_o    
);
  localparam EMPTY_THRESHOLD = 1;
  localparam FULL_THRESHOLD  = DEPTH -2;
  localparam ALMOST_EMPTY_THRESHOLD_CHECK = ALMOST_EMPTY_THRESHOLD <= 0     ? EMPTY_THRESHOLD : ALMOST_EMPTY_THRESHOLD +1;
  localparam ALMOST_FULL_THRESHOLD_CHECK  = ALMOST_FULL_THRESHOLD  >= DEPTH ? FULL_THRESHOLD  : ALMOST_FULL_THRESHOLD -2;
  logic [DBITS        -1:0] queue_data[DEPTH];
  logic [$clog2(DEPTH)-1:0] queue_wadr;
  always @(posedge clk_i,negedge rst_ni)
    if      (!rst_ni) queue_wadr <= 'h0;
    else if ( clr_i ) queue_wadr <= 'h0;
    else if ( ena_i )
      unique case ({we_i,re_i})
         2'b01 : queue_wadr <= queue_wadr -1;
         2'b10 : queue_wadr <= queue_wadr +1;
         default: ;
      endcase
  always @(posedge clk_i,negedge rst_ni)
    if (!rst_ni)
      for (int n=0; n<DEPTH; n++) queue_data[n] <= 'h0;
    else if (clr_i)
      for (int n=0; n<DEPTH; n++) queue_data[n] <= 'h0;
    else if (ena_i)
    unique case ({we_i,re_i})
       2'b01  : begin
                    for (int n=0; n<DEPTH-1; n++)
                      queue_data[n] <= queue_data[n+1];
                    queue_data[DEPTH-1] <= 'h0;
                end
       2'b10  : begin
                    queue_data[queue_wadr] <= d_i;
                end
       2'b11  : begin
                    for (int n=0; n<DEPTH-1; n++)
                      queue_data[n] <= queue_data[n+1];
                    queue_data[DEPTH-1] <= 'h0;
                    queue_data[~|queue_wadr ? DEPTH-1 : queue_wadr-1] <= d_i;
                end
       default: ;
    endcase
  always @(posedge clk_i, negedge rst_ni)
    if      (!rst_ni) almost_empty_o <= 1'b1;
    else if ( clr_i ) almost_empty_o <= 1'b1;
    else if ( ena_i )
      unique case ({we_i,re_i})
         2'b01  : almost_empty_o <= (queue_wadr <= ALMOST_EMPTY_THRESHOLD_CHECK);
         2'b10  : almost_empty_o <=~(queue_wadr >  ALMOST_EMPTY_THRESHOLD_CHECK);
         default: ;
      endcase
  always @(posedge clk_i, negedge rst_ni)
    if      (!rst_ni) empty_o <= 1'b1;
    else if ( clr_i ) empty_o <= 1'b1;
    else if ( ena_i )
      unique case ({we_i,re_i})
         2'b01  : empty_o <= (queue_wadr == EMPTY_THRESHOLD);
         2'b10  : empty_o <= 1'b0;
         default: ;
      endcase
  always @(posedge clk_i, negedge rst_ni)
    if      (!rst_ni) almost_full_o <= 1'b0;
    else if ( clr_i ) almost_full_o <= 1'b0;
    else if ( ena_i )
      unique case ({we_i,re_i})
         2'b01  : almost_full_o <=~(queue_wadr <  ALMOST_FULL_THRESHOLD_CHECK);
         2'b10  : almost_full_o <= (queue_wadr >= ALMOST_FULL_THRESHOLD_CHECK);
         default: ;
      endcase
  always @(posedge clk_i, negedge rst_ni)
    if      (!rst_ni) full_o <= 1'b0;
    else if ( clr_i ) full_o <= 1'b0;
    else if ( ena_i )
      unique case ({we_i,re_i})
         2'b01  : full_o <= 1'b0;
         2'b10  : full_o <= (queue_wadr == FULL_THRESHOLD);
         default: ;
      endcase
  assign q_o = queue_data[0];
endmodule
==> ./run.sh <==
#!/bin/bash
# OpenROAD 26Q1-2900-gdf79404cd8, Yosys 0.63+post, stock flow scripts
make -C /OpenROAD-flow-scripts/flow DESIGN_CONFIG=/design/flow/config.mk WORK_HOME=/design/flow/orfs finish
==> ./config.mk <==
export PLATFORM = sky130hd
export DESIGN_NAME = rl_queue
export DESIGN_NICKNAME = rl_queue
export VERILOG_FILES = /design/flow/design.v
export SDC_FILE = /design/flow/constraint.sdc
export NUM_CORES = 4
export LEC_CHECK = 1
export CORE_UTILIZATION = 30
export SYNTH_HDL_FRONTEND = slang
==> ./constraint.sdc <==
current_design rl_queue

set clk_period 4.9
set clk_io_pct 0.2

create_clock -name clk0 -period $clk_period [get_ports {clk_i}]

set non_clock_inputs [all_inputs -no_clocks]
set_input_delay [expr $clk_period * $clk_io_pct] -clock clk0 $non_clock_inputs
set_output_delay [expr $clk_period * $clk_io_pct] -clock clk0 [all_outputs]
==> node_exporter_impl.prom <==
# HELP chip_impl_metric Yosys and OpenROAD flow results
# TYPE chip_impl_metric gauge
chip_impl_info{name="result_of_the_run",value="complete, no violations"} 1
chip_impl_metric{name="coreArea",unit="um2"} 14500
chip_impl_info{name="rsz_0062_raised_after_global_routing",value="no"} 1
chip_impl_metric{name="final_layout_size_suffix_gt1_share",unit="%"} 8.37
chip_impl_metric{name="power.combinational.fraction",unit="%"} 18.1
chip_impl_metric{name="synthCells",unit=""} 448
chip_impl_metric{name="worstPathMaxFanout",unit=""} 43
chip_impl_info{name="root_buffer",value="sky130_fd_sc_hd__clkbuf_16"} 1
chip_impl_metric{name="post_synth.cell_area_avg",unit="um2"} 9.95
chip_impl_metric{name="detailedRoute.firstIterationViolations",unit=""} 390
chip_impl_metric{name="final.period_utilization",unit="%"} 67.8
chip_impl_metric{name="antenna_left",unit=""} 0
chip_impl_metric{name="postSynthRegisterBits",unit=""} 68
chip_impl_metric{name="cts.reportedPaths.clkPinSlew",unit="ps"} 60
chip_impl_metric{name="r2r.worst_path.cells",unit=""} 4
chip_impl_metric{name="finalWirelength",unit="um"} 12300
chip_impl_metric{name="detailedRoute.firstPassIterationCount",unit=""} 5
chip_impl_metric{name="htree_num_levels",unit=""} 3
chip_impl_info{name="classification_of_the_worst_setup_path",value="input port to flip-flop"} 1
chip_impl_metric{name="power.leakage",unit="uW"} 0.00195
chip_impl_info{name="min_path_type",value="flip-flop to flip-flop"} 1
chip_impl_metric{name="layout.area.seq",unit="um2"} 1710
chip_impl_metric{name="routed_via_density",unit=""} 6.24
chip_impl_metric{name="share_clk_of_total_power",unit="%"} 41.8
chip_impl_metric{name="design.die.area",unit="um2"} 15300
chip_impl_metric{name="final.fill_count",unit=""} 1447
chip_impl_metric{name="vias",unit=""} 3981
chip_impl_info{name="reg_to_reg_endpoint",value="q_o[30]"} 1
chip_impl_metric{name="antenna_found_initial",unit=""} 0
chip_impl_metric{name="ctsResizeCount",unit=""} 0
chip_impl_metric{name="worst_skew_pair.late_latency",unit="ps"} 330
chip_impl_metric{name="place_congestion",unit=""} 0.778
chip_impl_metric{name="cts_buffers",unit=""} 9
chip_impl_metric{name="postLayoutSetupSlackWorst",unit="ps"} 1580
chip_impl_metric{name="yosysCellCount",unit=""} 448
chip_impl_metric{name="core.rowCount",unit=""} 44
chip_impl_info{name="timing.critical_path.to_type",value="flip-flop"} 1
chip_impl_metric{name="numClockSinks",unit=""} 68
chip_impl_info{name="worst_r2r_startpoint",value="queue_wadr"} 1
chip_impl_metric{name="critical_path_required",unit="ps"} 5170
chip_impl_metric{name="die_height",unit="um"} 124
chip_impl_metric{name="yosysChipArea",unit="um2"} 4460
chip_impl_metric{name="clock.fmax",unit="GHz"} 0.301
chip_impl_metric{name="grt.total_usage",unit="%"} 16.2
chip_impl_metric{name="rrSetupSlack",unit="ps"} 2520
chip_impl_metric{name="synth_cell_type_count",unit=""} 35
chip_impl_metric{name="setup_total_negative_slack",unit="ps"} 0
chip_impl_metric{name="overflow",unit=""} 0
chip_impl_metric{name="final_setup_violation_count",unit=""} 0
chip_impl_metric{name="setup_ws_pre_cts",unit="ps"} 1250
chip_impl_info{name="holdCritStartpoint",value="almost_full_o"} 1
chip_impl_metric{name="clock_skew",unit="ps"} 5.44
chip_impl_metric{name="seqPwrFrac",unit="%"} 40.1
chip_impl_metric{name="drcViolationCount",unit=""} 0
chip_impl_metric{name="maximum_number_of_pins_on_one_net_before_global_route_repair",unit=""} 80
chip_impl_metric{name="fp_util",unit="%"} 30.7
chip_impl_metric{name="antenna_cells_inserted",unit=""} 0
chip_impl_metric{name="die_w",unit="um"} 124
chip_impl_metric{name="synth-warning-count",unit=""} 0
chip_impl_metric{name="synth_area",unit="um2"} 4460
chip_impl_metric{name="final-hold-violation-count",unit=""} 0
chip_impl_metric{name="hold_buffers",unit=""} 0
chip_impl_metric{name="areaGrowthSynthToFinish",unit="%"} 18.0
chip_impl_metric{name="routedWlPerCell",unit="um"} 19.3
chip_impl_metric{name="crit_arrival",unit="ps"} 3590
chip_impl_metric{name="fin_crit",unit="ps"} 3320
chip_impl_metric{name="cts_setup_buffers",unit=""} 0
chip_impl_metric{name="comb_area",unit="um2"} 2200
chip_impl_metric{name="switching_share",unit="%"} 27.7
chip_impl_metric{name="cellInternalPower",unit="uW"} 1120
chip_impl_metric{name="drv.max_cap_violation_count",unit=""} 0
chip_impl_metric{name="power.density_cell_area",unit="nW/um2"} 294
chip_impl_metric{name="place_hpwl",unit="um"} 7070
chip_impl_metric{name="wire_length_of_the_first_global_routing_pass",unit="um"} 19100
chip_impl_metric{name="min_path_cells",unit=""} 2
chip_impl_metric{name="number_of_global_route_vias_before_repair",unit=""} 3491
chip_impl_metric{name="cts_buffer_depth",unit=""} 2
chip_impl_metric{name="slew-limit-headroom",unit="%"} 41.5
chip_impl_metric{name="final-max-slew-violation-count",unit=""} 0
chip_impl_metric{name="design.portCount",unit=""} 74
chip_impl_info{name="worstSetupStartpointType",value="input port"} 1
chip_impl_metric{name="openroad_warning_count",unit=""} 29
chip_impl_metric{name="vdd_ir_drop_max",unit="mV"} 0.164
chip_impl_info{name="tritoncts",value="done"} 1
chip_impl_metric{name="numPortBuffers",unit=""} 72
chip_impl_metric{name="yosysSeqAreaShare",unit="%"} 38.2
chip_impl_metric{name="max_slew.worst_pin.slew",unit="ps"} 878
chip_impl_metric{name="switchingPower",unit="uW"} 428
chip_impl_info{name="hold_end",value="almost_full_o"} 1
final cells by class:
class	count	area share, %
clock buffers	11	4.62
clock inverters	4	0.952
inverters	5	0.357
multi-input cells	284	41.9
flip-flops and latches	68	32.5
well taps	184	4.38
repair buffers	82	15.3
worst max-delay path, cell delays in order:
cell and delay, ps:
sky130_fd_sc_hd__clkdlybuf4s50_1 610, sky130_fd_sc_hd__ha_2 800, sky130_fd_sc_hd__buf_4 390, sky130_fd_sc_hd__a22oi_1 130
sky130_fd_sc_hd__a2111oi_0 470, sky130_fd_sc_hd__a221o_1 170
power by group through the flow:
| stage | combinational [uW] | sequential (uW) | clock (uW) |
|---|---|---|---|
| final | 279 | 621 | 647 |
| after global routing | 305 | 624 | 686 |
| after CTS | 280 | 620 | 663 |
stage by stage:
step	instance area, um2	util [%]	hold slack [ps]	cells	total power [uW]
3_5_place_dp	4970	34.2	514	623	907
2_1_floorplan	4460	-	438	448	807
6_report	5260	36.2	531	638	1550
4_1_cts	5260	36.2	528	638	1560
5_1_grt	5260	36.2	554	638	1620
3_3_place_gp	4970	34.2	499	623	899
cell usage after synthesis, drive strengths merged:
library cell   n  area share [%]
o31ai          1            0.28
a221o         31             7.0
a21oi         32             3.6
nand3          2            0.22
mux2           4             1.0
a22oi         32             5.4
o311ai         1            0.20
dfrtp         67              38
a211oi         1            0.17
nor2b          2            0.28
and3b          1            0.20
a2111oi       30             5.9
dfstp          1            0.59
xnor2          1            0.20
o21ai          3            0.34
nand2b         1            0.14
conb           1           0.084
nand4          1            0.14
nor2           5            0.48
buf           76              11
clkbuf        15             1.3
a22o          32             6.3
ha             5             1.4
mux2i          1            0.22
and3           2            0.28
a221oi        60              12
nand2         32             2.7
o2bb2ai        1            0.20
and2           1            0.14
o211ai         1            0.17
inv            5            0.42
routing by layer:
layer,GRT usage (%),vias to the layer above,routed length (um)
li1,-,1823,-
met1,26.3,1981,5820
met2,22.7,163,5470
met3,2.85,14,834
met4,3.24,0,215
met5,0,-,0
state kept, by name, indices dropped and copies added, names as in the netlist:
| name | cells |
|---|---|
| full_o | 1 |
| q_o | 32 |
| almost_full_o | 1 |
| queue_data | 32 |
| empty_o | 1 |
| queue_wadr | 1 |
layout by cell type (no fill, tap or decap), types with 10 or more instances in the layout:
| cell | instances |
|---|---|
| sky130_fd_sc_hd__dfrtp_1 | 66 |
| sky130_fd_sc_hd__nand2_1 | 32 |
| sky130_fd_sc_hd__a2111oi_0 | 30 |
| sky130_fd_sc_hd__a22o_1 | 32 |
| sky130_fd_sc_hd__a21oi_1 | 32 |
| sky130_fd_sc_hd__buf_4 | 10 |
| sky130_fd_sc_hd__clkdlybuf4s50_1 | 71 |
| sky130_fd_sc_hd__a221o_1 | 31 |
| sky130_fd_sc_hd__a22oi_1 | 32 |
| sky130_fd_sc_hd__a221oi_1 | 60 |
cells by family after synthesis:
logic type / share of synthesized area [%]
AND-OR/OR-AND: 41.3
XOR/XNOR: 0.197
adder cells (fa/ha/maj): 1.40
AND/OR/NAND/NOR: 4.58
flip-flops: 38.2
other: 0.0841
buffers and inverters: 13.0
multiplexers: 1.24
worst max-delay path by stage:
stage         cells past startpoint  start  endpoint  slack, ps
CTS                               6   we_i   q_o[29]       1600
global route                      6   we_i   q_o[29]       1370
finish                            6   we_i   q_o[29]       1580
Power figures rest on the tool's default switching activity, not on a simulated workload.
